==> design.v <==
`timescale 1ns / 1ps
module fifo(
    input clk,rst,re,we,
    input [7:0] d_in,
    output empty,full,
    output  reg [7:0] d_out
    );
    reg [4:0]wr_pt=5'b0;
    reg [4:0]re_pt=5'b0;
    reg [7:0] mem [15:0];
     integer i;
     assign empty=(wr_pt==re_pt)?1'b1:1'b0;
     assign full=(wr_pt==5'b10000 && re_pt==4'b00000)?1'b1:1'b0;
     always@(posedge clk)
     begin
       if(rst)
       begin
        for(i=0; i<16; i=i+1)
         mem[i]=0;
         wr_pt<=5'b0;
         re_pt<=5'b0;
         end
       else if ((we==1'b1)&&(full==1'b0))
        begin 
        mem[wr_pt]<=d_in;
        wr_pt<=wr_pt+1;
       end
       else
       wr_pt<=wr_pt;
       end
        always@(posedge clk)
     begin
       if(rst)
       begin
         re_pt<=5'b0;
         d_out<=8'b0;
         end
       else if ((re==1'b1)&&(empty==1'b0))
        begin 
        d_out<=mem[re_pt];
        re_pt<=re_pt+1;
       end
       else
       re_pt<=re_pt;
      end 
endmodule
==> run.sh <==
#!/bin/bash
# OpenROAD 26Q1-2900-gdf79404cd8, Yosys 0.63+post, stock flow scripts
make -C /OpenROAD-flow-scripts/flow DESIGN_CONFIG=/design/flow/config.mk WORK_HOME=/design/flow/orfs finish
==> config.mk <==
export PLATFORM = sky130hd
export DESIGN_NAME = fifo
export DESIGN_NICKNAME = fifo
export VERILOG_FILES = /design/flow/design.v
export SDC_FILE = /design/flow/constraint.sdc
export NUM_CORES = 4
export LEC_CHECK = 1
export CORE_AREA = 10 10 102 102
export DIE_AREA = 0 0 112 112
==> constraint.sdc <==
current_design fifo

set clk_period 5.5
set clk_io_pct 0.2

create_clock -name clk0 -period $clk_period [get_ports {clk}]

set non_clock_inputs [all_inputs -no_clocks]
set_input_delay [expr $clk_period * $clk_io_pct] -clock clk0 $non_clock_inputs
set_output_delay [expr $clk_period * $clk_io_pct] -clock clk0 [all_outputs]
==> results_dict.tcl <==
# flow metrics
set metrics [dict create \
    clock_latency_ns 0.25 \
    ctsHtreeMaxLevel 1 \
    cts_buffers 3 \
    path_max_fanout 5 \
    cpPeakStageDelay_ns 0.54 \
    synth.distinct_cells 22 \
    start_kind "flip-flop" \
    antenna_cells 0 \
    place_inst 206 \
    fin_area_sq_um 1320 \
    grt_pass1_vias 558 \
    drive_above_1_share_pct 6.67 \
    fp_util_pct 11.6 \
    mostFrequentLayoutCell "clkdlybuf4s50_1" \
    fin_setup_tns_ns 0 \
    setup_viol 0 \
    min_period_ns 2.78 \
    drc_errors 0 \
    antenna_found_initial 0 \
    area_leaders "dfxtp_1, edfxtp_1, nand2b_1" \
    irDropWorstVdd_mv 0.0715 \
    cts-root-buf "clkbuf_8" \
    gp_congestion 0.718 \
    avgSynthCellArea_sq_um 11.5 \
    ys_cells 83 \
    hold_start "d_out[3]" \
    r2r_setup_slack_ns 3.71 \
    post_cts_buffers 0 \
    synth_area_sq_um 951 \
    portBuffers 21 \
    rows 33 \
    wl_um 1860 \
    drv_slew 0 \
    dieArea_sq_um 12500 \
    log.warning_count 26 \
    grt_max_degree 25 \
    final_layout_top_logic_cells "clkdlybuf4s50_1, nand2b_1, dfxtp_1" \
    startpoint "wr_pt[0]" \
    cp-end-kind "output port" \
    stdcell_count 210 \
    hold_buffers 0 \
    worstRegToRegCells 5 \
    die_w_um 112 \
    vias 596 \
    syn_inst 83 \
    clock-sinks 21 \
    finalHoldViolCount 0 \
    holdPathEnd "d_out[3]" \
    first_pass_iters 2 \
    postSynthSeqShare_pct 52.6 \
    arrival_ns 1.68 \
    top_area_share_pct 27.4 \
    grt_setup_unrepaired "false" \
    areaGrowthSynthToFinish_pct 39.2 \
    worstSetupPathType "reg2out" \
    worst_hold_path_type "reg2reg" \
    worstMarginPinSlew_ns 0.836 \
    finalClockSkew_ns 0.00232 \
    ys_chip_area_sq_um 951 \
    path_cells "inv_1, ha_1, nor4b_4, clkdlybuf4s50_1" \
    grtUsageTotal_pct 2.76 \
    maxCapViolCount 0 \
    timing.rr.end "d_out[6]" \
    yosys_warnings 11 \
    wire_per_inst_um 8.86 \
    slew_headroom_pct 44.1 \
    postPlaceCellArea_sq_um 1280 \
    clockBufferDepth 2 \
    die_height_um 112 \
    pin_count 22 \
    cts_tree "yes" \
    holdPathStages 2 \
    viasPerCell 2.84 \
    core-area_sq_um 8220 \
    finalCritPeriodShare_pct 50.5 \
    grt_pass1_wl_um 2920 \
    power.density_nw_per_um2 234 \
    p_leak_nw 0.452 \
    cts_resized 0 \
    ys_ff 21 \
    ant_nets 0 \
    status "completed" \
    dp_hpwl_um 1540 \
    largest_area_cell "dfxtp_1" \
    first_iter_violations 21 \
    regToRegStartpoint "wr_pt[0]" \
    required_ns 4.40 \
    cts.clk_slew.worst_paths_ns 0.07 \
    grt-ovfl-total 0 \
    slowest_stage "clkdlybuf4s50_1" \
    fmax_ghz 0.360 \
]
==> final cells by class <==
| cell class | instances | area (sq um) |
|---|---|---|
| clock buffers | 3 | 41.3 |
| clock inverters | 1 | 5.00 |
| fillers | 903 | 6890 |
| inverters | 4 | 15.0 |
| multi-input cells | 55 | 420 |
| flip-flops and latches | 21 | 500 |
| well taps | 105 | 131 |
| repair buffers | 21 | 210 |
==> cells in the mapped netlist <==
library cell  count
nand2b_1         16
dfxtp_1          13
and2_1            8
edfxtp_1          8
mux2i_1           8
inv_1             4
a21oi_1           2
clkbuf_1          2
ha_1              2
nand2_1           2
nand4_1           2
nor2_1            2
nor2b_1           2
o21ai_0           2
or3_1             2
xor2_1            2
a21o_1            1
and4bb_4          1
buf_4             1
nor3b_4           1
nor4b_4           1
o41ai_1           1
==> metrics by stage <==
| step | util, % | power, mW | hold WS [ns] | setup WS, ns |
|---|---|---|---|---|
| after floorplan | - | 0.198 | 0.434 | 3.61 |
| after global placement | 15.5 | 0.218 | 0.463 | 2.83 |
| after detailed placement | 15.5 | 0.218 | 0.469 | 2.79 |
| after CTS | 16.1 | 0.314 | 0.480 | 2.69 |
| after global routing | 16.1 | 0.325 | 0.488 | 2.61 |
| final | 16.1 | 0.310 | 0.474 | 2.72 |
==> worst max path at each step <==
stage                 depth (start not counted)  slack [ns]     to
after CTS                                     4        2.69  empty
after global routing                          4        2.61  empty
final                                         4        2.72  empty
==> state kept, by name, summed over array words and instances, names as in the netlist <==
| register | flops |
|---|---|
| d_out | 8 |
| wr_pt | 5 |
| mem | 8 |
==> report_power, final <==
group	leakage [nW]	switching (mW)	internal, mW
Clock	0.0255	0.0461	0.0503
Sequential	0.192	0.00390	0.171
Combinational	0.235	0.0146	0.0240
Total	0.452	0.0646	0.245
==> cells by family after synthesis <==
family	Yosys count	synth area share (%)
AOI/OAI and AO/OA	6	3.82
adders and majority gates	2	2.63
xor gates and xnor gates	2	1.84
buffers and inverters	7	3.16
DFF	21	52.6
and+or+nand+nor	37	27.5
muxes	8	8.42
==> critical path: cells and delay by family, from the launching register on <==
family,cells,cell delay [ns]
buffers and inverters,2,0.60
DFF,1,0.34
and+or+nand+nor,1,0.32
adders and majority gates,1,0.16
==> per-layer routing <==
layer	routed length [um]	GRT usage (%)
met1	899	3.60
met4	52	0.931
met3	48	0.434
met5	0	0
met2	860	4.55
No activity file was given, so power comes from the tool's default toggle rates.
