==> /design/flow/design.v <==
`timescale 1ns / 1ps
module ram(
    input [7:0] d_in,
    input [3:0] wr_addr,re_addr,
    input clk,rst,re,wr,
    output  reg [7:0] d_out
    );
    parameter width=8,
              depth=16;
     reg [(width-1):0] mem [(depth-1):0];
     integer i;
     always@(posedge clk)
        begin
          if(rst)
            begin
              for(i=0; i<16; i=i+1)
                mem[i]=0;
             end
       else
       begin
          if(wr)
               mem[wr_addr]<=d_in;
          else if(re)
               d_out<=mem[re_addr];
       end
      end
endmodule
==> /design/flow/run.sh <==
#!/bin/bash
# OpenROAD 26Q1-2900-gdf79404cd8, Yosys 0.63+post, stock flow scripts
make -C /OpenROAD-flow-scripts/flow DESIGN_CONFIG=/design/flow/config.mk WORK_HOME=/design/flow/orfs finish
==> /design/flow/config.mk <==
export PLATFORM = sky130hd
export DESIGN_NAME = ram
export DESIGN_NICKNAME = ram
export VERILOG_FILES = /design/flow/design.v
export SDC_FILE = /design/flow/constraint.sdc
export NUM_CORES = 4
export LEC_CHECK = 1
export CORE_UTILIZATION = 30
==> /design/flow/constraint.sdc <==
current_design ram

set clk_period 2.6
set clk_io_pct 0.2

create_clock -name clk0 -period $clk_period [get_ports {clk}]

set non_clock_inputs [all_inputs -no_clocks]
set_input_delay [expr $clk_period * $clk_io_pct] -clock clk0 $non_clock_inputs
set_output_delay [expr $clk_period * $clk_io_pct] -clock clk0 [all_outputs]
==> notes.md <==
The run has ended; figures from its reports follow.

Setup repair after global routing left no endpoint under its margin. After global routing the overflow that remains totals 0. The total global routing track utilization is 18.3%. The static power due to leakage is roughly 2.8 nW. The register-to-register setup slack is about 1100 ps. The pin closest to its max-slew limit shows a slew of around 900 ps. The number of buffers and inverters on the critical path is 3. The synthesis-to-layout area growth came out at 21.4%. The most critical setup path has its startpoint at re_addr[0].

The run finished with clean final reports. The instance count of the mapped netlist is approximately 720. The number of hold buffers added after cts came out at 0. Entering global routing, the biggest net connects ~83 pins.

The number of warnings issued by yosys is 2. The number of clock buffers inserted by TritonCTS is 17. The number of synthesized flops with an enable pin came out at 8. The chip area from the yosys synthesis statistics came out at roughly 6200 um2. The worst-skew pair later-pin latency came out at 430 ps. The total of buffers placed on input and output ports came out at 27.

Counting buffers and inverters, the worst setup path is 7 cells deep. The final period utilization is between 80% and 90%. The largest fanout on the critical path is 22.

The overall die area came out at roughly 21000 um2. Per the detail_route report, routed wire per instance is approximately 18 um. The maximum clock frequency came out at ~470 MHz. The setup fix buffers added after clock tree synthesis is 0. The clock-pin transition on the worst setup and hold timing paths came out at roughly 60 ps. The post-synthesis cell count from yosys came out at just over 700. The synthesized area is just over 6000 um2. In the Yosys report, the sequential cells make up a little under half of the chip area. In this run the cell area measured after placement is between 6000 and 7000 um2. The fraction of synthesis flops using an asynchronous set or reset pin came out at 0%. The class of the most critical hold timing path is reg2reg. The path type of the worst setup path is in2reg. The core footprint came out at 20200 um2.

The family with the most delay on the worst path is buffers and inverters. The hold-critical path depth came out at 2. The critical path's slowest stage uses the library cell clkdlybuf4s50_1. TritonCTS built the clock tree.

The number of antenna violations at the first check in global routing is 0. Looking at the clock tree report, the H-tree level count equals 4. The first-pass GRT wire length came out at ~30 mm.

The arrival time reported for the critical path endpoint is ~2300 ps. The final layout report lists a filler cell count of approximately 2000. The capture point of the critical path was reported as d_out[7]. The worst setup path is launched from an input pin. Per the gpl log, the routability congestion estimate is between 0.9 and 1. The count of state elements after synthesis is ~140.

The final-report hold violation count is 0. The post-detailed-route count of antenna-violating nets is 0. The iteration tally of the first detailed-router pass is 5. The standard-cell row count came out at 52. In this run, post-CTS repair resized a total of 0 instances. The finished layout cell area is 7500 um2. The routed design shows a via density per instance of around 5.2. The total vias in the final route is ~5400.

For the final database, setup skew stands at about 10 ps. The max-slew violation total from the final report came out at 0. The initial cell density of the core is 30.5%. Listed in order, past its start point the critical path passes clkdlybuf4s50_1 > buf_12 > buf_4 > and4bb_1 > a22o_1 > a211oi_1 > a31oi_1. The antenna diode count is 0. The final core utilization is between 30 and 40%. The final wirelength came out at around 19 mm. The worst flop-to-flop path endpoint is d_out[1]. The final routed DRC violation total is 0.

The top cell type in the final layout, fill and taps aside, is dfxtp_1. The power density over the cells came out at 674 nW/um2. The number of maximum-capacitance violations recorded for the run is 0. Per the finish-stage timing summary, setup violations number 0. The count of distinct cell types in the synthesized netlist came out at between 40 and 50. For the worst setup path, the data required time is between 2000 and 3000 ps. A synthesized cell averages 8.61 um2. The kind of end point of the critical path is a flip-flop. The number of clock sinks seen by CTS came out at approximately 140.

The startpoint identified for the worst register-to-register timing path is mem[7][1]. The maximum single-stage delay on the critical path came out at around 440 ps. The cell count of the worst reg-to-reg path is 4. The maximum ir drop on the vdd rail is between 0.4 and 0.5 mV. The clock tree root driver cell is clkbuf_16. The number of top-level design ports is 28. The maximum count of clock buffers along a single path is 2. The total negative setup slack came out at 0 ps.

Counting I/O delays and the setup requirement, the final critical path takes around 2100 ps. The post-detailed-placement half-perimeter wirelength is 12.3 mm. The count of tool warnings is 25. The via count of the first global-routing pass is between 5000 and 6000. In the synthesized netlist the dominant register cell turns out to be dfxtp_1. The floorplan step set the die height to 145 um. The die is about 150 um wide. In the layout the commonest cells are dfxtp_1, nand2_1, a21oi_1, o21ai_0, nor2_1.

The normalized max-slew margin came out at about two fifths. The starting DRC count in detailed routing came out at about 450. The share of post-route cells with drive strength above 1 is a little over an eighth.
[synth_stat cells, types with 5 or more instances]
cell	instances	share of area, %
buf_2	20	1.6
mux2i_1	51	8.3
nand2_1	88	5.3
clkbuf_1	33	2.0
nand3b_1	10	1.2
a31oi_1	6	0.61
inv_1	5	0.30
edfxtp_1	8	3.9
mux2_2	12	2.2
a32oi_1	5	0.71
a22oi_1	18	2.2
a21oi_1	85	6.9
nand3_1	11	0.89
nand2b_1	10	1.0
a22o_1	13	1.8
o21ai_0	74	6.0
nor2b_1	11	1.1
nor2_1	67	4.1
dfxtp_1	128	41
[layer usage]
layer | part of all wire, % | track usage, %
met5 | 0 | 0
met4 | 2.5 | 3.84
met3 | 5.7 | 4.38
met2 | 46 | 28.6
met1 | 46 | 26.2
[layout make-up]
class                           count  area (um2)  share of cell area [%]
Timing Repair Buffer               73         663                    8.85
Sequential cell                   136        2800                    37.4
Clock inverter                     11         145                    1.94
Multi-Input combinational cell    514        3060                    40.8
Tap cell                          270         338                    4.51
Inverter                            5        18.8                   0.250
Clock buffer                       21         470                    6.28
[power breakdown]
group	total [W]	switching [W]	internal, W	leakage (nW)
clock	0.00252	0.000938	0.00158	0.292
sequential	0.00215	0.0000176	0.00213	1.10
combinational	0.000379	0.000239	0.000140	1.40
total	0.00505	0.00119	0.00386	2.80
[kinds of logic after synthesis]
logic type             after synthesis  synth area share (%)
flip-flops                         136                  45.4
AND/OR/NAND/NOR                    222                  16.8
buffers and inverters               67                  5.09
AND-OR/OR-AND                      229                  22.2
multiplexers                        63                  10.5
[flip-flops by register name (all words and copies together) (netlist names)]
register / count
d_out: 8
mem: 128
[per-stage QoR]
step                power, W  hold WS (ps)  setup slack [ps]  instances
global placement     0.00257           445              80.8        998
finish               0.00505           462               466       1030
floorplan            0.00240           437               757        717
detailed placement   0.00257           452              69.8        998
CTS                  0.00507           460               517       1030
global route         0.00520           496               366       1030
[how the worst min path moves through the flow]
stage	from	end
after CTS	mem[0][5]	mem[0][5]
after global routing	mem[13][4]	mem[13][4]
final	mem[0][5]	mem[0][5]
[worst min-delay path, delay by kind of cell (launching register included)]
family	cells	cell delay [ps]
simple gates	1	50
flops	1	310
compound gates	1	60
No activity file was given, so power comes from the tool's default toggle rates.
