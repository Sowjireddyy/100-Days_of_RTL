==> flow/design.v <==
`timescale 1ns / 1ps
module alu(
    input [7:0] a,
    input [7:0] b,
    input [3:0] command_in,
    input oe,
    output  [15:0] d_out
    );
    parameter ADD= 4'B0000,
              INC= 4'B0001,
              SUB= 4'B0010,
              DEC= 4'B0011,
              MUL= 4'B0100,
              DIV= 4'B0101,
              SHL= 4'B0110,
              SHR= 4'B0111,
              AND= 4'B1000,
              OR=  4'B1001,
              INV= 4'B1010,
              NAND= 4'B1011,
              NOR= 4'B1100,
              XOR= 4'B1101,
              XNOR=4'B1110,
              BUF= 4'B1111;
 reg [15:0] out;
  always@(command_in)
    begin
      case(command_in)
       ADD : out = a + b;
       INC : out = a + 1;
       SUB : out = a - b;
       DEC : out = a -1;
       MUL : out = a * b;
       DIV : out = a / b;
       SHL : out = a <<b;
       SHR : out = a>> b;
       AND : out =a &b;
       OR  : out =a| b;
       INV : out =~a;
       NAND: out =~(a&b);
       NOR : out =~(a|b);
       XOR : out =a^b;
       XNOR: out =~(a^b);
       BUF : out =a;
        default : out =16'h0000;
      endcase
    end
    assign d_out= (oe)?out:16'hzzzz;
endmodule
==> flow/run.sh <==
#!/bin/bash
# OpenROAD 26Q1-2900-gdf79404cd8, Yosys 0.63+post, stock flow scripts
make -C /OpenROAD-flow-scripts/flow DESIGN_CONFIG=/design/flow/config.mk WORK_HOME=/design/flow/orfs finish
==> flow/config.mk <==
export PLATFORM = sky130hd
export DESIGN_NAME = alu
export DESIGN_NICKNAME = alu
export VERILOG_FILES = /design/flow/design.v
export SDC_FILE = /design/flow/constraint.sdc
export NUM_CORES = 4
export LEC_CHECK = 1
export CORE_UTILIZATION = 30
==> flow/constraint.sdc <==
current_design alu

set clk_period 31.0
set clk_io_pct 0.2

create_clock -name clk0 -period $clk_period

set non_clock_inputs [all_inputs -no_clocks]
set_input_delay [expr $clk_period * $clk_io_pct] -clock clk0 $non_clock_inputs
set_output_delay [expr $clk_period * $clk_io_pct] -clock clk0 [all_outputs]
==> run notes <==
Status of the implementation.

- The proportion of netlist area held by the largest area contributor is 20.82%, for reference.
- After synthesis, the chip area reported by Yosys is 0.01040 mm².
- At the floorplan stage, the core utilization is reported as 30.78%.
- The most repeated library cell on the critical path is sky130_fd_sc_hd__buf_4, for reference.
- The checks that failed: negative setup slack.
- The setup slack after placement is -6.793 ns, for reference.
- The tally of yosys warning messages is 2, for reference.
- The number of placement rows is 67, for reference.
- The number of global-route vias before repair was 12,000.
- Per STA, the startpoint of the critical path is b[0].
- The post-CTS hold buffer count recorded in the log is 0.
- Across all layers, the routed design uses 12,710 vias.
- The slew of the pin with the lowest slew margin is 0.8732 ns, for reference.
- The maximum resistive drop on vdd is 0.1795 mV, for reference.
- The final antenna diode count is 0, for reference.
- The total of clock buffers placed in the layout is 0, for reference.
- The post-detailed-route DRC marker count is 0, for reference.
- Per the detailed-route log, wirelength across all metal layers totals 39,610 µm.
- STA classifies the critical path startpoint as an input port.
- Looking at the gate-level netlist, the highest instance count belongs to sky130_fd_sc_hd__ha_1.
- The sum of net half-perimeters after detailed placement is 28,510 µm, for reference.
- The worst slew margin relative to its limit is 41.34%, for reference.
- The warning total across the stage logs is 57, for reference.
- The largest net degree at the start of global routing is 40, for reference.
- For this run, the detailed router reports a per-instance via density of 5.310.
- Setup repair after global routing could not meet its margin everywhere.
- The DRC violation total after the first TritonRoute iteration is 831, for reference.
- The standard cell with the maximum stage delay on the critical path is sky130_fd_sc_hd__a2111oi_4, for reference.
- After synthesis, flip-flops and latches occupy 0% of the total area.
- The main area contributors are sky130_fd_sc_hd__ha_1, sky130_fd_sc_hd__fa_1, sky130_fd_sc_hd__nor2_1.
- For this run the aggregate overflow at the end of global routing stands at 0.
- The period utilization is 118.8%, for reference.
- For reference, the final report shows the max-slew violation count at 0.
- The static leakage is 7.654 nW, for reference.
- The post-synthesis instance area is 0.01040 mm², for reference.
- The area occupied by multi-input gates is 0.01074 mm², for reference.
- Endpoints with negative setup slack in the final report add up to 3.
- The signal arrival time at the worst endpoint is 30.62 ns, for reference.
- The final worst setup slack is -5.820 ns, for reference.
- The capturing instance or port of the critical path is d_out[0], for reference.
- The flow reports an fmax of 0.02716 GHz.
- The first global-routing pass estimated 62,120 µm of wire.
- The layout has 3,068 filler cells.
- Summed over all routing layers, the global router reports a total usage of 21.83%.
- The reported max-cap violation count is 0, for reference.
- The maximum net fanout on the critical path is 8, for reference.
- The average instance area after synthesis is 7.221 µm², for reference.
- The sequential cells in the finished layout cover a total of 0 µm².
- The post-synthesis instance total is 1,440, for reference.
- The run finished, with violations left.
- Relative to the synthesized area, the layout overhead comes to 55.65%.
- There are 0 flip-flops and latches.
- The vertical die dimension reported for this design is 188.2 µm.
- The average routed wire per standard cell is 16.54 µm, for reference.
- The number of different library cells in the post-synthesis netlist is 103, for reference.
- According to the I/O placement log, the pin count is 37.
- The share of post-route cells with drive strength above 1 is 38.03%, for reference.
- Counting instances in the post-synthesis netlist gives the leading cell types as sky130_fd_sc_hd__ha_1, sky130_fd_sc_hd__nor2_1, sky130_fd_sc_hd__nand2_1.
- The power density of the placed cells is 152.6 mW/mm², for reference.
- The die width is 188.2 µm, for reference.
- The largest stage delay on the critical path is 0.44 ns, for reference.
- The iteration count of the initial detailed-routing pass is 6, for reference.
- The total core area is 0.03378 mm², for reference.
- The worst setup path is captured at a primary output.
- At the end of routability-driven placement, the weighted congestion stood at 1.006.
- Data on the critical path is required at its endpoint by 24.80 ns.
- As logged by OpenROAD, the buffers inserted on ports number 36.
- In the setup report, the worst path falls into the class in2out.
- The cell count listed in synth_stat.txt is 1,440, for reference.
- Note that the worst hold path type here is in2out.
- The smallest clock period supported by the final layout is computed as 36.82 ns.
- The total chip power is 2.470 mW, for reference.
- In this run the full chip footprint comes out at 0.03541 mm².
- The synthesized design spends more area on one cell type than any other, namely sky130_fd_sc_hd__ha_1.
- The number of antenna violations at the first check in global routing is 0.
- The final number of hold-violating endpoints is 0, for reference.
- Nets still carrying antenna violations after routing amount to 0.
[stage by stage]
stage,area (µm²),instances,TNS [ns],hold WS [ns],util [%]
2_1_floorplan,10980,1447,-11.29,12.64,-
4_1_cts,15640,2363,-13.70,13.34,46.28
3_5_place_dp,14330,2248,-14.63,13.89,42.43
6_report,16190,2394,-15.55,13.32,47.91
5_1_grt,16190,2394,-19.16,13.38,47.91
3_3_place_gp,14330,2248,-14.06,13.89,42.43
[power by group]
group	internal (mW)	switching, mW	total (mW)
clock network	0	0	0
logic	1.39	1.08	2.47
registers	0	0	0
[worst max-delay path: cells and delay by family]
kind,cells,cell delay [ns]
AOI/OAI and AO/OA,53,10.22
and+or+nand+nor,29,4.33
adders and majority gates,15,3.68
buffers and inverters,26,3.21
muxes,10,2.78
xor gates and xnor gates,1,0.13
[repair_timing]
| item | in CTS | in global routing |
|---|---|---|
| hold endpoints to repair | 0 | 0 |
| pin swaps | 86 | 69 |
| setup buffers | 116 | 33 |
| endpoints found under the setup margin | 4 | 4 |
| gates resized | 129 | 68 |
[per-layer routing]
| metal | wire length, µm | vias to the layer above | track usage [%] |
|---|---|---|---|
| met5 | 0 | - | 0 |
| met4 | 1119 | 0 | 5.316 |
| met3 | 2499 | 85 | 3.518 |
| met2 | 17250 | 390 | 33.72 |
| met1 | 18730 | 5900 | 31.83 |
| li1 | - | 6338 | - |
[layout by cell type, fill, tap and decap left out, drive strengths merged, types with 14 or more instances in the layout]
cell,instances
nand4,14
o21a,42
a211oi,19
a221oi,17
mux2i,21
fa,38
a21o,30
o21ai,81
ha,173
clkdlybuf4s50,26
xnor2,43
nand2,131
o31ai,21
xor2,28
mux2,21
nor2,149
o211ai,27
nor3,57
buf,529
nand3,31
nor2b,14
inv,110
a21oi,98
[logic make-up (layout without fill, tap and decap cells)]
family                     after synthesis  count (layout)  synth area share [%]
AOI/OAI and AO/OA                      456             456                 31.01
xor gates and xnor gates                71              71                 6.052
adders and majority gates              211             211                 28.13
buffers and inverters                  171             670                 7.219
muxes                                   44              44                 4.801
other                                    1               8               0.03606
and+or+nand+nor                        486             486                 22.75
[how the worst min path moves through the flow]
stage	endpoint	from	slack [ns]	cells after the start
6_report	d_out[1]	b[1]	13.32	6
5_1_grt	d_out[1]	b[1]	13.38	6
4_1_cts	d_out[1]	b[1]	13.34	6
[area by class of cell]
type	instances	share of cell area, %
tap	448	3.463
inverter	113	2.667
multi-input combinational	1276	66.37
timing repair buffer	557	27.50
Power is estimated from default activity; no workload was simulated.
